File: flow/design.v
module SIPO (
    input  wire         reset_n,         
    input  wire         data_tx,         
    input  wire         baud_clk,        
    output wire         active_flag,     
    output wire         recieved_flag,   
    output wire [10:0]  data_parll       
);
  parameter IDLE   = 2'b00;
  parameter CENTER = 2'b01;
  parameter GET    = 2'b10;
  parameter FRAME  = 2'b11;
  reg [1:0] current_state, next_state;
  reg [10:0] temp;
  reg [3:0] frame_counter;
  reg [3:0] stop_count;
  always @(*) begin
    case (current_state)
      IDLE: begin
        next_state = (data_tx == 1'b0) ? CENTER : IDLE;
      end
      CENTER: begin
        next_state = (stop_count == 4'd6) ? GET : CENTER;
      end
      GET: begin
        next_state = FRAME;
      end
      FRAME: begin
        if (frame_counter == 4'd10)
          next_state = IDLE;
        else if (stop_count == 4'd14)
          next_state = GET;
        else
          next_state = FRAME;
      end
      default: next_state = IDLE;
    endcase
  end
  always @(posedge baud_clk or negedge reset_n) begin
    if (!reset_n) begin
      current_state  <= IDLE;
      temp           <= 11'b111_1111_1111;
      stop_count     <= 4'd0;
      frame_counter  <= 4'd0;
    end else begin
      current_state <= next_state;
      case (current_state)
        IDLE: begin
          temp          <= 11'b111_1111_1111;
          stop_count    <= 4'd0;
          frame_counter <= 4'd0;
        end
        CENTER: begin
          stop_count <= stop_count + 1;
        end
        GET: begin
          temp <= {data_tx, temp[10:1]};   
        end
        FRAME: begin
          if (stop_count == 4'd14)
            stop_count <= 4'd0;
          else
            stop_count <= stop_count + 1;
          if (stop_count == 4'd14)
            frame_counter <= frame_counter + 1;
        end
      endcase
    end
  end
  assign recieved_flag = (frame_counter == 4'd10);
  assign active_flag   = ~recieved_flag;
  assign data_parll    = recieved_flag ? temp : 11'b111_1111_1111;
endmodule
File: flow/run.sh
#!/bin/bash
# OpenROAD 26Q1-2900-gdf79404cd8, Yosys 0.63+post, stock flow scripts
make -C /OpenROAD-flow-scripts/flow DESIGN_CONFIG=/design/flow/config.mk WORK_HOME=/design/flow/orfs finish
File: flow/config.mk
export PLATFORM = sky130hd
export DESIGN_NAME = SIPO
export DESIGN_NICKNAME = SIPO
export VERILOG_FILES = /design/flow/design.v
export SDC_FILE = /design/flow/constraint.sdc
export NUM_CORES = 4
export LEC_CHECK = 1
export CORE_AREA = 10 10 111 111
export DIE_AREA = 0 0 121 121
File: flow/constraint.sdc
current_design SIPO

set clk_period 3.4
set clk_io_pct 0.2

create_clock -name clk0 -period $clk_period [get_ports {baud_clk}]

set non_clock_inputs [all_inputs -no_clocks]
set_input_delay [expr $clk_period * $clk_io_pct] -clock clk0 $non_clock_inputs
set_output_delay [expr $clk_period * $clk_io_pct] -clock clk0 [all_outputs]
==> run summary <==
flow finished, numbers: H-tree Lvls 1, WL final 2359 um, Internal 0.0003633 W, Rel. slew slack 0.6081, setup ws final 712.9 ps, Inserted Diodes 0, initial antenna violation count 0, HP Class register to register, tool warnings 27, Logic pwr share 0.025, Setup Viol. Count Final 0, pin count of the biggest net entering global routing 24, Routability Congestion 0.6906, Avg Cell Area, Syn 9.384 um^2, chip area 0.01464 mm^2, Final Hold Viols 0, CP max-delay cell clkdlybuf4s50_1, vias post-DR 836, Seq cells post-synth 23, NetSw 0.00009494 W, PwrDens 310.1 mW/mm^2, CTS Hold Buffers Added 0, clock tree sinks 23, dpl ws 949.2 ps, final worst path period share 0.7903, worst slew pin tran 587.8 ps, Post-Synthesis Cells 120, crit-path max FO 14, kind of critical path register to output port, P_leak 0.5561 nW, crit-path cells inv_1, ha_1, nand3b_1, or2_2, clkdlybuf4s50_1, via density per instance 3.119, outcome finished, final reports clean, Sequential Power Share 0.608, Pins Over Slew Limit 0, vias in the first global route 797, Max-Cap Viols 0, first-pass GRT wire length 4071 um, CTS root buffer clkbuf_8, Clock Path Buffers 2, Critical Path End data_parll[1], R2R cell count 5, CP Depth 5, DP HPWL 1760 um, Die Y 121 um, clock network fraction of total power 0.367, fmax 372.2 MHz, Ports 16, Synth Seq Share 0.5244, reg2reg setup slack 1820 ps, synthesized area 0.001126 mm^2, reg-to-reg endpoint frame_counter[3], Synth area leader dfstp_2, Worst IR Drop VDD 0.09505 mV, Die W 121 um, DR pass1 iterations 4, Setup crit start kind register, setup TNS 0 ps, row count 36, Worst Clk Skew 2.553 ps, slowest cell delay on critical path 430 ps, Warnings, synthesis 1, GRT Total Usage 0.03293, ys flop type dfstp_2, PortBufs 15, setup bufs post-CTS 0, CTS buffer count 3, share of layout cells above drive strength 1 0.2222, DR DRC count 0, Gates resized, CTS repair 0, async set-or-reset flop fraction in the synthesized netlist 1.000, CP delay by family, top simple AND/OR/NAND/NOR gates, ANT nets after route 0, pre-placement core utilization 0.1142, Max-area cell share 0.2800, CP Data Arrival Time 2010 ps, switching fraction of total power 0.2072, CTS tree done, Cell area leaders dfstp_2, dfrtp_1, o21ai_0, or2_2, nand2_1, crit path from frame_counter[0], routed length per placed instance 8.802 um, violation tally from detailed-route iteration zero 67, RSZ-0062 raised after global routing false, CP bufs+invs 2, Yosys chip area 0.001126 mm^2, most frequent logic cells in the routed design o21ai_0, nand2_1, clkdlybuf4s50_1, min Tclk post-route 2687 ps, most frequent logic cell in the layout o21ai_0, Setup crit end kind output port, Post-synth EDFFs 0, worst r2r src stop_count[0], synth unique cells 26, CORE AREA 0.009864 mm^2, grt ovf 0, Reg clk slew, reported paths 80 ps, area growth from synthesis to final layout 31.22%, crit path DRT 2720 ps, clk latency late pin 260 ps, # Cells Yosys 120
==> how the worst min path moves through the flow <==
| stage | from | end | cells past startpoint |
|---|---|---|---|
| after CTS | temp[6] | temp[5] | 2 |
| after global routing | temp[7] | temp[6] | 2 |
| final | temp[6] | temp[5] | 2 |
==> sequential cells by signal, summed over array words and instances, names as in the netlist <==
| name | cells |
|---|---|
| current_state | 4 |
| frame_counter | 4 |
| stop_count | 4 |
| temp | 11 |
==> through the flow <==
step                power [W]  instance area, um^2  utilization  hold slack [ps]  instances
floorplan           0.0002856                 1126            -            384.4        120
global placement    0.0002959                 1431       0.1451            476.0        264
detailed placement  0.0002959                 1431       0.1451            479.9        264
CTS                 0.0004670                 1478       0.1498            493.2        268
global route        0.0004807                 1478       0.1498            520.5        268
finish              0.0004582                 1478       0.1498            490.9        268
==> power groups by stage <==
stage	Clock, W	Combinational, W	Sequential, W
global route	0.000188	0.0000138	0.000279
finish	0.000168	0.0000116	0.000279
CTS	0.000176	0.0000123	0.000279
==> worst register-to-register path, stage by stage (launching register included) <==
cell and delay [ps]:
dfrtp_1 400, inv_1 100, ha_1 250, nand3_4 130, or4b_1 510, o311ai_1 80
==> layout make-up <==
type | count | area [um^2]
Fill cell | 1086 | 8387
Sequential cell | 23 | 590.6
Multi-Input combinational cell | 85 | 490.5
Tap cell | 133 | 166.4
Timing Repair Buffer | 16 | 157.7
Clock buffer | 3 | 41.29
Inverter | 7 | 26.28
Clock inverter | 1 | 5.005
==> kinds of logic after synthesis <==
kind of cell,Yosys count,share of synthesized area
xor+xnor,2,0.01556
simple gates,49,0.2200
flops,23,0.5244
compound gates,29,0.1467
mux,1,0.008889
buf+inv,12,0.04001
fa+ha+maj,4,0.04445
==> synthesized netlist by cell type, types with 3 or more instances <==
master	number
a21oi_1	4
a31oi_1	3
clkbuf_1	5
dfrtp_1	11
dfstp_2	12
ha_1	4
inv_1	7
nand2_1	16
nand3_1	3
nor2_1	12
o21ai_0	17
or2_2	12
==> routing by layer <==
metal | vias to the layer above | share of wire | GRT usage | wire length, um
met4 | 0 | 0 | 0.003771 | 0
met2 | 5 | 0.49 | 0.05272 | 1163
li1 | 430 | - | - | -
met1 | 401 | 0.48 | 0.04506 | 1121
met5 | - | 0 | 0 | 0
met3 | 0 | 0.031 | 0.008503 | 74
Power figures rest on the tool's default switching activity, not on a simulated workload.
