[/design/flow/config.mk]
export PLATFORM = sky130hd
export DESIGN_NAME = ErrorCheck
export DESIGN_NICKNAME = ErrorCheck
export VERILOG_FILES = /design/flow/design.v
export SDC_FILE = /design/flow/constraint.sdc
export NUM_CORES = 4
export LEC_CHECK = 1
export CORE_AREA = 10 10 70 70
export DIE_AREA = 0 0 80 80
[/design/flow/constraint.sdc]
current_design ErrorCheck

set clk_period 2.9
set clk_io_pct 0.2

create_clock -name clk0 -period $clk_period

set non_clock_inputs [all_inputs -no_clocks]
set_input_delay [expr $clk_period * $clk_io_pct] -clock clk0 $non_clock_inputs
set_output_delay [expr $clk_period * $clk_io_pct] -clock clk0 [all_outputs]
[/design/flow/design.v]
module ErrorCheck(
    input wire         reset_n,        
    input wire         recieved_flag,  
    input wire         parity_bit,     
    input wire         start_bit,      
    input wire         stop_bit,       
    input wire  [1:0]  parity_type,    
    input wire  [7:0]  raw_data,       
    output wire [2:0]  error_flag      
);
reg error_parity;
reg parity_flag;
reg start_flag;
reg stop_flag;
localparam ODD        = 2'b01,
           EVEN       = 2'b10;
always @(*) 
begin
  case (parity_type)
    ODD:     error_parity = (^raw_data)? 1'b0 : 1'b1;
    EVEN:    error_parity = (^raw_data)? 1'b1 : 1'b0;
    default: error_parity = 1'b1;
  endcase
end
always @(*) begin
  parity_flag  = (error_parity ^ parity_bit);
  start_flag   = (start_bit || 1'b0);
  stop_flag    = ~(stop_bit && 1'b1);
end
assign error_flag = (reset_n && recieved_flag)? {stop_flag,start_flag,parity_flag} : 3'b0;
endmodule
[/design/flow/run.sh]
#!/bin/bash
# OpenROAD 26Q1-2900-gdf79404cd8, Yosys 0.63+post, stock flow scripts
make -C /OpenROAD-flow-scripts/flow DESIGN_CONFIG=/design/flow/config.mk WORK_HOME=/design/flow/orfs finish
==> results.toml <==
# generated from flow reports
[run_status]
run_status = "finished clean"

[cells_and_area]
seq_area_um2 = 0
post_layout_nonfiller_instances = 86
area_growth_pct = 160
num-fill-cells = 402
post_route_cells_drive_above_1_share_pct = 2.50
n_clock_buffer = 0
layout.cell_area.non_filler_um2 = 397
ffs_latches = 0

[global_routing]
first_global_vias = 209
grt_antenna_before_repair = 0
grtUsageTotal_pct = 1.82
globalRoute.totalOverflow = 0
grt_start_max_net_pins = 5
grt_first_pass_wirelength_um = 924

[drt]
routedLengthMet1_um = 292
route.met3.wl_um = 87
via_count = 176
number_of_antenna_violating_nets_in_the_routed_design = 0
drt_drc_violations_left = 0
firstDrtPassIters = 2
antenna-diode-count = 0
first_iter_violations = 4
met2WireLength_um = 213
top_layer = "met3"
avgViaCountPerCell = 2.05
wl_um = 593
wl_per_cell_um = 6.90

[placement]
post-place-cells = 86
buffer_ports.inserted = 18
gp_congestion = 0.680
dpl_cell_area_um2 = 398
place_worst_setup_slack_ps = -78.3

[die]
floorplan.io_pins = 18
die_height_um = 80
fp.coreArea_um2 = 3420
num_rows = 21
core_util_floorplan_pct = 4.47
design.die.area_um2 = 6400
die_width_um = 80

[pwr]
vdd_drop_max_uv = 38.5
p_leak_nw = 0.145
p_per_area_nw_per_um2 = 151
post-layout-total-power_mw = 0.0600

[critical_path]
crit_path_end = "error_flag[0]"
critPathLaunch = "parity_type[0]"
cp-end-kind = "primary output"
worstSetupStartpointType = "input port"
crit_path_max_fanout = 2
timing.setup.critical_path_class = "in2out"
crit_arrival_ps = 2080
cp_data_required_time_ps = 2320

[final_timing]
fmax_ghz = 0.376
fin_hold_ws_ps = 2010
finalWorstSetupSlack_ps = 237
report.final.hold_viol_count = 0
timing.final.crit_share_pct = 91.8
min_period_ps = 2660
maxSlewHeadroom_pct = 84.7
final-max-slew-violation-count = 0
unrepaired_setup_endpoints_after_global_routing = "false"
worstMarginPinSlew_ps = 227
number_of_endpoints_failing_setup_at_the_final_stage = 0

[synthesis]
synthesis.yosys.warnings = 1
ys_chip_area_um2 = 153
count_of_instantiated_cells_in_the_yosys_netlist = 21
synth_area_leader_cell = "sky130_fd_sc_hd__xnor2_1"
synthesis.area_um2 = 153
post_synth_main_area_contributors = "sky130_fd_sc_hd__xnor2_1 52%, sky130_fd_sc_hd__ha_1 16%, sky130_fd_sc_hd__nor2_1 7.4%, sky130_fd_sc_hd__mux2i_1 6.6%, sky130_fd_sc_hd__nand3_1 6.6%"
syn_avg_cell_area_um2 = 7.27
post_synth_num_cell_types = 8
synth_cells = 21
synth-seq-area-share_pct = 0
yosys.area.top_type_share_pct = 51.6

[clock_tree]
buffers_inserted_during_post_cts_setup_optimization = 0

[run]
tool_warnings = 33
number_of_maximum_capacitance_violations = 0

[worst_hold_path]
hold_path.class = "in2out"
critical path: stages:
cell and delay (ps):
sky130_fd_sc_hd__clkdlybuf4s50_1 480, sky130_fd_sc_hd__inv_1 50, sky130_fd_sc_hd__ha_1 300, sky130_fd_sc_hd__nor2_1 110
sky130_fd_sc_hd__xnor2_1 130, sky130_fd_sc_hd__nand3_1 90, sky130_fd_sc_hd__mux2i_1 130, sky130_fd_sc_hd__dlygate4sd2_1 220
metrics by stage:
| stage | util, % | TNS, ps |
|---|---|---|
| final | 11.6 | 0 |
| after floorplan | - | 0 |
| after global routing | 11.6 | 0 |
| after detailed placement | 11.6 | -78.3 |
| after CTS | 11.6 | 0 |
| after global placement | 11.6 | -57.4 |
cell type report:
type	count	area [µm²]	area share, %
repair buffers	19	186	47.0
multi-input cells	19	145	36.6
well taps	46	57.6	14.5
inverters	2	7.51	1.89
synthesized netlist by cell type (all sizes together):
| master | count |
|---|---|
| ha | 2 |
| nand3 | 2 |
| mux2i | 1 |
| xnor2 | 9 |
| and3 | 1 |
| nand2 | 1 |
| nor2 | 3 |
| inv | 2 |
repair_timing:
| action | CTS | global route |
|---|---|---|
| endpoints found under the hold margin | 0 | 0 |
| hold buffers | 0 | 0 |
| resized | 1 | 0 |
| endpoints found under the setup margin | 1 | 0 |
worst min path at each step:
| stage | from | end | slack, ps | cells past startpoint |
|---|---|---|---|---|
| after CTS | recieved_flag | error_flag[0] | 2020 | 4 |
| after global routing | recieved_flag | error_flag[0] | 2090 | 4 |
| final | recieved_flag | error_flag[0] | 2010 | 4 |
routing by layer:
metal / vias to the layer above / global-route usage (%)
met5: - / 0
met4: 0 / 0
met3: 0 / 0.909
met2: 12 / 2.89
met1: 60 / 2.31
li1: 104 / -
power by group:
group | internal, mW | total (mW) | switching [mW]
registers | 0 | 0 | 0
clock network | 0 | 0 | 0
logic | 0.0408 | 0.0600 | 0.0192
placed cells by master, fill, tap and decap left out, drive strengths merged:
cell | netlist | final
xnor2 | 9 | 9
clkdlybuf4s50 | 0 | 17
inv | 2 | 2
nand3 | 2 | 2
and3 | 1 | 1
mux2i | 1 | 1
dlygate4sd2 | 0 | 1
nor2 | 3 | 3
nand2 | 1 | 1
ha | 2 | 2
buf | 0 | 1
cell families (layout without fill, tap and decap cells):
group / after synthesis / in the layout / synth area share, %
xor gates and xnor gates: 9 / 9 / 51.6
adders and majority gates: 2 / 2 / 16.4
buffers and inverters: 2 / 21 / 4.92
muxes: 1 / 1 / 6.56
and+or+nand+nor: 7 / 7 / 20.5
Power and IR drop assume default switching activity.
